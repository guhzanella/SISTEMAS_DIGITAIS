--- design/flow/config.mk ---
export PLATFORM = sky130hd
export DESIGN_NAME = quatro_bit
export DESIGN_NICKNAME = quatro_bit
export VERILOG_FILES = /design/flow/design.v
export SDC_FILE = /design/flow/constraint.sdc
export NUM_CORES = 4
export LEC_CHECK = 1
export CORE_AREA = 10 10 70 70
export DIE_AREA = 0 0 80 80
--- design/flow/constraint.sdc ---
current_design quatro_bit

set clk_period 5.0
set clk_io_pct 0.2

create_clock -name clk0 -period $clk_period

set non_clock_inputs [all_inputs -no_clocks]
set_input_delay [expr $clk_period * $clk_io_pct] -clock clk0 $non_clock_inputs
set_output_delay [expr $clk_period * $clk_io_pct] -clock clk0 [all_outputs]
--- design/flow/design.v ---
module meio(
	input a, b,
	output soma, c
);
xor xor1(soma, a, b);
and and1(c, a, b);
endmodule
module inteiro(
	input a, b, c_entrada,
	output soma, c_saida
);
wire c1, c2, s;
meio m(a, b, s, c1);
meio m1(s, c_entrada, soma, c2);
or o(c_saida, c1, c2);
endmodule
module quatro_bit(
	input [0:3]a, b,
	input c_entrada,
	output c_saida,
	output [0:3]soma
);
wire [0:2]saida;
inteiro i1(a[0], b[0], c_entrada, soma[0], saida[0]);
inteiro i2(a[1], b[1], saida[0], soma[1], saida[1]);
inteiro i3(a[2], b[2], saida[1], soma[2], saida[2]);
inteiro i4(a[3], b[3], saida[2], soma[3], c_saida);
endmodule
--- design/flow/run.sh ---
#!/bin/bash
# OpenROAD 26Q1-2900-gdf79404cd8, Yosys 0.63+post, stock flow scripts
make -C /OpenROAD-flow-scripts/flow DESIGN_CONFIG=/design/flow/config.mk WORK_HOME=/design/flow/orfs finish
==> impl_metrics.env <==
# physical design summary
export IMPL_hold_path_class="primary input to output pin"
export IMPL_cp_end_kind="output pin"
export IMPL_die_x_um=80
export IMPL_yosys_warnings=0
export IMPL_diodes=0
export IMPL_place_congestion=0.780
export IMPL_routed_wl_um=410
export IMPL_tightestPinTransition_ps=104
export IMPL_p_leak_nw=0.137
export IMPL_min_period_ps=4440
export IMPL_status="finished, final reports clean"
export IMPL_warnings=32
export IMPL_grt_pass1_wl_um=696
export IMPL_cts_hold_fix_buffers=0
export IMPL_fin_tns_setup_ps=0
export IMPL_avgSynthCellArea_um2=8.20
export IMPL_dp_slack_ps=531
export IMPL_finalWorstSetupSlack_ps=559
export IMPL_avgRoutedWirePerCell_um=5.54
export IMPL_vias=118
export IMPL_nClkBuffers=0
export IMPL_drv_slew=0
export IMPL_synth_chip_area_um2=148
export IMPL_synthToLayoutAreaGrowth_pct=114
export IMPL_grt_pass1_vias=140
export IMPL_timing_max_cap_violations=0
export IMPL_rsz0062_at_grt="no"
export IMPL_synth_cell_type_count=3
export IMPL_syn_inst=18
export IMPL_die_y_um=80
export IMPL_peakVddDrop_uv=37.1
export IMPL_drtAntennaViolNets=0
export IMPL_hp_start="c_entrada"
export IMPL_cts_setup_buffers=0
export IMPL_grt_usage_pct=1.37
export IMPL_cp_arrival_ps=3440
export IMPL_power_density_nw_per_um2=89.5
export IMPL_ys_cells=18
export IMPL_timing_fmax_ghz=0.225
export IMPL_hold_viol_final=0
export IMPL_met3_usage_pct=0.909
export IMPL_worstPathRequired_ps=4000
export IMPL_drive_above_1_share_pct=0
export IMPL_antenna_found_initial=0
export IMPL_gr_total_overflow=0
export IMPL_busiest_layer="met1"
export IMPL_fin_util_pct=9.23
export IMPL_synth_area_um2=148
export IMPL_drt_pass1_iter_count=1
export IMPL_placeableCoreArea_um2=3420
export IMPL_crit_path_max_fanout=1
export IMPL_synth_seq_area_share_pct=0
export IMPL_grt_max_degree=2
export IMPL_ios=14
export IMPL_cts_resized=0
export IMPL_dp_hpwl_um=397
export IMPL_rows=21
export IMPL_flops=0
export IMPL_startpoint_type="primary input"
export IMPL_critPathKind="primary input to output pin"
export IMPL_fin_crit_sh_pct=88.8
export IMPL_grt_use_met1_pct=2.28
export IMPL_mostFrequentLayoutCell="clkdlybuf4s50_1"
export IMPL_fp_utilization_pct=4.32
export IMPL_routed_via_density=1.59
export IMPL_seqCellArea_um2=0
export IMPL_most_common_layout_cells="clkdlybuf4s50_1, inv_1, fa_1"
export IMPL_chipArea_um2=6400
export IMPL_numPortBuffers=14
export IMPL_grt_use_met2_pct=1.36
export IMPL_hold_depth=5
export IMPL_finalSetupViolCount=0
export IMPL_min_to="soma[0]"
export IMPL_post_route_drc_count=0
export IMPL_drtIter0Drc=0
export IMPL_relSlewSlack_pct=93.0
## per-stage QoR
stage / total power, mW / area (um^2) / hold WS, ps / instances
4_1_cts: 0.0291 / 315 / 3050 / 74
3_3_place_gp: 0.0290 / 315 / 3040 / 74
3_5_place_dp: 0.0289 / 315 / 3040 / 74
6_report: 0.0282 / 315 / 3040 / 74
2_1_floorplan: 0.0137 / 148 / 2220 / 18
5_1_grt: 0.0333 / 315 / 3070 / 74
## power by group
part | internal (mW) | total [mW] | leakage, nW | switching [mW]
sequential | 0 | 0 | 0 | 0
clock | 0 | 0 | 0 | 0
combinational | 0.0203 | 0.0282 | 0.137 | 0.00793
total | 0.0203 | 0.0282 | 0.137 | 0.00793
## worst max path at each step
| stage | end | startpoint | cells after the start | slack (ps) |
|---|---|---|---|---|
| after CTS | soma[3] | a[0] | 10 | 520 |
| after global routing | soma[3] | a[0] | 10 | 360 |
| final | soma[3] | a[0] | 10 | 560 |
## kinds of logic (layout without fill, tap and decap cells)
group	Yosys count	after routing	share of synthesized area (%)
adder cells (fa/ha/maj)	4	4	54.2
buffers and inverters	14	24	45.8
## per-layer routing
| metal | share of wire (%) | up-vias |
|---|---|---|
| met2 | 18 | 14 |
| met5 | 0 | - |
| li1 | - | 60 |
| met3 | 26 | 0 |
| met1 | 55 | 44 |
| met4 | 0 | 0 |
## synth_stat cells
cell type	number	area, um^2
fa_1	4	80.1
buf_4	4	30.0
inv_1	10	37.5
## worst max-delay path, cell delays in order
cell and delay (ps):
clkdlybuf4s50_1 400, inv_1 80, fa_1 170, inv_1 50
fa_1 400, fa_1 370, inv_1 70, fa_1 400
inv_1 60, clkdlybuf4s50_1 460
## final cells by class
class,instances,area [um^2]
fillers,399,3100
inverters,10,37.5
multi-input cells,4,80.1
well taps,46,57.6
repair buffers,14,140
Power is estimated from default activity; no workload was simulated.
